[config.mk]
export PLATFORM = sky130hd
export DESIGN_NAME = Clock_Divider
export DESIGN_NICKNAME = Clock_Divider
export VERILOG_FILES = /design/flow/design.v
export SDC_FILE = /design/flow/constraint.sdc
export NUM_CORES = 4
export LEC_CHECK = 1
export CORE_AREA = 10 10 113 113
export DIE_AREA = 0 0 123 123
[constraint.sdc]
current_design Clock_Divider

set clk_period 7.2
set clk_io_pct 0.2

create_clock -name clk0 -period $clk_period [get_ports {inClk}]

set non_clock_inputs [all_inputs -no_clocks]
set_input_delay [expr $clk_period * $clk_io_pct] -clock clk0 $non_clock_inputs
set_output_delay [expr $clk_period * $clk_io_pct] -clock clk0 [all_outputs]
[design.v]
module Clock_Divider(inClk, outClk, reset, countTo); 
	input inClk;  
	input reset;
	output reg outClk = 0; 
	input [31:0] countTo; 
	reg[31:0] count;
	always@(posedge inClk) begin 
		if (reset) begin
			count = 0;
			outClk = 0;
		end 
		else begin
			if (count <countTo) begin 
				count = count + 1; 
			end 
			else begin 
				outClk = ~outClk; 
				count = 0; 
			end 
		end
	end 
endmodule 
[run.sh]
#!/bin/bash
# OpenROAD 26Q1-2900-gdf79404cd8, Yosys 0.63+post, stock flow scripts
make -C /OpenROAD-flow-scripts/flow DESIGN_CONFIG=/design/flow/config.mk WORK_HOME=/design/flow/orfs finish
==> flow_results.xml <==
<?xml version="1.0" encoding="UTF-8"?>
<metrics>
  <group name="clocking">
    <metric name="postCtsHoldBufs" unit="">0</metric>
    <metric name="clock_latency" unit="ns">0.29</metric>
    <metric name="cts_buffers" unit="">5</metric>
    <metric name="htree_num_levels" unit="">2</metric>
    <metric name="cts_setup_buffers" unit="">0</metric>
    <metric name="ctsResizeCount" unit="">0</metric>
    <metric name="cts.reportedPaths.clkPinSlew" unit="ns">0.07</metric>
    <metric name="tritoncts" unit="">yes</metric>
    <metric name="clock_tree.buffer_depth" unit="">2</metric>
    <metric name="cts.sinks" unit="">33</metric>
    <metric name="clock_tree.root_cell" unit="">clkbuf_8</metric>
  </group>
  <group name="route">
    <metric name="route.antenna.remaining_nets" unit="">0</metric>
    <metric name="wl_per_cell" unit="µm">11.17</metric>
    <metric name="routed_wirelength" unit="µm">4949</metric>
    <metric name="viasPerCell" unit="">4.074</metric>
    <metric name="route.vias.total" unit="">1805</metric>
    <metric name="drtIter0Drc" unit="">74</metric>
    <metric name="num_antenna_cells" unit="">0</metric>
    <metric name="drcViolationCount" unit="">0</metric>
    <metric name="drt-pass1-iter-count" unit="">4</metric>
  </group>
  <group name="flow_run">
    <metric name="timing.max_cap.violations" unit="">0</metric>
    <metric name="warning_count" unit="">25</metric>
  </group>
  <group name="global_route">
    <metric name="grt_first_pass_wirelength" unit="µm">8142</metric>
    <metric name="grt_antenna_before_repair" unit="">0</metric>
    <metric name="global_route.overflow_total" unit="">0</metric>
    <metric name="groute.usage.overall" unit="%">6.520</metric>
    <metric name="grt_start_max_net_pins" unit="">33</metric>
    <metric name="first_global_vias" unit="">1715</metric>
  </group>
  <group name="placement">
    <metric name="dp.final_hpwl" unit="µm">3980</metric>
    <metric name="gp_congestion" unit="">0.7991</metric>
    <metric name="port-buffer-count" unit="">34</metric>
    <metric name="dpl.cell_count" unit="">435</metric>
  </group>
  <group name="timing">
    <metric name="clock-skew-final" unit="ns">0.007740</metric>
    <metric name="layout_min_cycle_time" unit="ns">3.738</metric>
    <metric name="fmax" unit="MHz">267.5</metric>
    <metric name="final.setup.tns" unit="ns">0</metric>
    <metric name="fin_crit_sh" unit="%">51.92</metric>
    <metric name="unrepaired_setup_endpoints_after_global_routing" unit="">false</metric>
    <metric name="slew_viol_final" unit="">0</metric>
    <metric name="timing.max_slew.rel_slack" unit="%">65.79</metric>
    <metric name="timing.final.setup_violations" unit="">0</metric>
    <metric name="worst_pin_slew" unit="ns">0.5063</metric>
    <metric name="finalHoldViolCount" unit="">0</metric>
  </group>
  <group name="layout">
    <metric name="drive_above_1_share" unit="%">14.66</metric>
    <metric name="area.growth.synth_to_final" unit="%">25.45</metric>
    <metric name="finish.cell_count_without_fillers" unit="">443</metric>
  </group>
  <group name="yosys">
    <metric name="ys_chip_area" unit="µm²">2316</metric>
    <metric name="netlist_instances" unit="">268</metric>
    <metric name="synth_area" unit="µm²">2316</metric>
    <metric name="avgSynthCellArea" unit="µm²">8.642</metric>
    <metric name="yosys-stat-cells" unit="">268</metric>
    <metric name="ys.warnings.count" unit="">1</metric>
    <metric name="synth.yosys.seq_area_share" unit="%">28.53</metric>
    <metric name="post_synth_num_cell_types" unit="">34</metric>
    <metric name="synth_flops" unit="">33</metric>
  </group>
  <group name="power">
    <metric name="power.ir.vdd_worst" unit="V">0.00007442</metric>
    <metric name="power.static_leakage" unit="nW">1.250</metric>
    <metric name="cellPowerDensity" unit="nW/µm²">141.3</metric>
  </group>
  <group name="floorplan">
    <metric name="die_h" unit="µm">123</metric>
    <metric name="rows" unit="">37</metric>
    <metric name="chipWidth" unit="µm">123</metric>
    <metric name="initial_utilization" unit="%">22.43</metric>
    <metric name="core_area" unit="µm²">10320</metric>
    <metric name="fp.dieArea" unit="µm²">15130</metric>
    <metric name="io-pin-count" unit="">35</metric>
  </group>
  <group name="setup_path">
    <metric name="worst_setup_path_end_kind" unit="">register</metric>
    <metric name="type_of_the_setup_path_with_the_least_slack" unit="">input port to register</metric>
    <metric name="reg2reg_depth" unit="">7</metric>
    <metric name="crit_required" unit="ns">7.37</metric>
    <metric name="worst_setup_path_start_kind" unit="">input port</metric>
    <metric name="path_max_fanout" unit="">2</metric>
    <metric name="critPathArrivalTime" unit="ns">3.91</metric>
    <metric name="regToRegStartpoint" unit="">count[17]</metric>
    <metric name="regToRegEndpoint" unit="">outClk</metric>
    <metric name="timing.reg2reg.setup_slack" unit="ns">4.68</metric>
  </group>
  <group name="worst_hold_path">
    <metric name="worst_hold_path.num_cells" unit="">1</metric>
    <metric name="hold_crit_class" unit="">register to register</metric>
    <metric name="hold_path.startpoint" unit="">count[0]</metric>
    <metric name="hold-path-endpoint" unit="">count[0]</metric>
  </group>
  <group name="status">
    <metric name="outcome" unit="">completed</metric>
  </group>
</metrics>
-- through the flow --
stage               total power [W]  hold WS [ns]  worst slack [ns]  util, %  instance area [µm²]
finish                    0.0004104        0.4715             3.462    28.14                 2905
global route              0.0004277        0.4910             3.368    28.14                 2905
CTS                       0.0004137        0.4733             3.456    28.14                 2905
detailed placement        0.0002328        0.4587             3.162    27.01                 2789
global placement          0.0002329        0.4553             3.089    27.01                 2789
floorplan                 0.0002113        0.4350             3.930        -                 2316
-- synthesized netlist by cell type --
cell       count  area [µm²]
o21ai_0        6       30.03
a211oi_2       1       12.51
a21oi_1       13       65.06
ha_1          32       400.4
nor4bb_1       1       10.01
or3_1          3       18.77
nand2_1       15       56.30
nor2b_1        4       25.02
buf_6          4       45.04
dfxtp_1       33       660.6
and3_1         7       43.79
nand3_2        1       10.01
inv_1         37       138.9
nor2_2        29       181.4
a2111oi_4      1       27.53
xnor2_1        6       52.55
a211oi_1       1       7.510
a41oi_1        1       8.760
a21o_1         4       30.03
nor3_2         1       10.01
nor4_1         1       6.260
o21ai_1        2       10.01
xor2_1        21       183.9
nor2_1         8       30.03
and4b_1        1       10.01
o211ai_4       1       21.27
o311ai_1       1       8.760
a21oi_2        1       8.760
mux2_1         1       11.26
nand3_4        1       17.52
nand3_1       20       100.1
nand4_1        8       50.05
o41a_1         1       11.26
nor4_2         1       12.51
-- power breakdown --
part	switching [W]	internal [W]	total (W)
sequential	0.00000170	0.000184	0.000186
clock	0.0000688	0.000113	0.000182
combinational	0.0000185	0.0000246	0.0000430
total	0.0000890	0.000321	0.000410
-- cells by family after synthesis --
family	after synthesis	share of synthesized area (%)
multiplexers	1	0.4862
flip-flops	33	28.52
XOR/XNOR	27	10.21
buffers and inverters	41	7.941
adder cells (fa/ha/maj)	32	17.29
AND/OR/NAND/NOR	101	25.12
AND-OR/OR-AND	33	10.43
-- area by class of cell --
type	count	area (µm²)
Clock inverter	1	30.03
Multi-Input combinational cell	194	1471
Tap cell	136	170.2
Clock buffer	7	86.33
Fill cell	1089	7418
Timing Repair Buffer	35	347.8
Inverter	37	138.9
Sequential cell	33	660.6
-- metal layers --
metal	up-vias	share of wire [%]	track usage (%)
li1	989	-	-
met1	776	56	10.48
met2	38	38	8.568
met3	2	5.6	1.989
met4	0	0.48	0.5822
met5	-	0	0
-- worst max-delay path: stages --
cell,delay [ns]
clkdlybuf4s50_1,0.45
inv_1,0.04
ha_1,0.30
a21o_1,0.19
a211oi_2,0.24
o311ai_1,0.18
a2111oi_4,0.51
o21ai_1,0.21
mux2_1,0.35
-- how the worst max path moves through the flow --
| stage | from | end | depth (start not counted) |
|---|---|---|---|
| CTS | countTo[17] | outClk | 9 |
| global route | countTo[17] | count[31] | 10 |
| finish | countTo[17] | outClk | 9 |
-- placed cells by master, fill, tap and decap left out, drive strengths merged, types with 4 or more instances in the layout --
| master | netlist | final |
|---|---|---|
| inv | 37 | 37 |
| nor2 | 37 | 37 |
| clkdlybuf4s50 | 0 | 34 |
| dfxtp | 33 | 33 |
| ha | 32 | 32 |
| nand3 | 22 | 22 |
| xor2 | 21 | 21 |
| nand2 | 15 | 15 |
| a21oi | 14 | 14 |
| nand4 | 8 | 8 |
| o21ai | 8 | 8 |
| and3 | 7 | 7 |
| clkbuf | 0 | 7 |
| xnor2 | 6 | 6 |
| nor2b | 4 | 4 |
| a21o | 4 | 4 |
-- sequential cells by signal (all words and copies together) (netlist names) --
signal / cells
outClk: 1
count: 32
Power and IR drop assume default switching activity.
